$ cat ./design.v
package lc3b_types;
typedef logic [15:0] lc3b_word;
typedef logic  [7:0] lc3b_byte;
typedef logic  [8:0] lc3b_offset9;
typedef logic  [5:0] lc3b_offset6;
typedef logic  [2:0] lc3b_reg;
typedef logic  [2:0] lc3b_nzp;
typedef logic  [1:0] lc3b_mem_wmask;
typedef logic	[3:0] lc3b_imm4;
typedef logic	[4:0] lc3b_imm5;
typedef logic  [10:0] lc3b_imm11;
typedef logic	[7:0] lc3b_trapvect8;
typedef logic  [127:0] lc3b_line;
typedef logic  [127:0] lc3b_c_line;
typedef logic  [3:0] lc3b_c_offset;
typedef logic [2:0] lc3b_c_index;
typedef logic [11:0] lc3b_wb_adr;
typedef enum bit [3:0] {
    op_add  = 4'b0001,
    op_and  = 4'b0101,
    op_br   = 4'b0000,
    op_jmp  = 4'b1100,    
    op_jsr  = 4'b0100,    
    op_ldb  = 4'b0010,
    op_ldi  = 4'b1010,
    op_ldr  = 4'b0110,
    op_lea  = 4'b1110,
    op_not  = 4'b1001,
    op_rti  = 4'b1000,
    op_shf  = 4'b1101,
    op_stb  = 4'b0011,
    op_sti  = 4'b1011,
    op_str  = 4'b0111,
    op_trap = 4'b1111
} lc3b_opcode;
typedef enum bit [3:0] {
    alu_add,
    alu_and,
    alu_not,
    alu_pass,
    alu_sll,
    alu_srl,
    alu_sra
} lc3b_aluop;
typedef struct packed {
	lc3b_opcode opcode;
	logic load_cc;
	logic is_br;
	logic is_j;
	logic is_trap;
	lc3b_aluop aluop;
	logic [2:0] regfilemux_sel;
	logic [1:0] alumux_sel;
	logic load_regfile;
	logic mem_read;
	logic mem_write;
	logic is_jsr;
	logic [1:0] addr_sel;
	logic [1:0] mem_byte_enable;
	logic is_ldi;
	logic is_sti;
} lc3b_control_word;
endpackage : lc3b_types
interface wishbone (input wire CLK);
  logic [127:0] DAT_M, DAT_S;
  logic ACK, CYC, STB, RTY, WE;
  logic [11:0] ADR;
  logic [15:0] SEL;
  modport master (
	input DAT_S, CLK, ACK, RTY,
	output DAT_M, CYC, STB, WE, SEL, ADR
  );
  modport slave (
	input DAT_M, CLK, CYC, STB, WE, SEL, ADR,
	output DAT_S, ACK, RTY
  );
endinterface
module wb2sel_4way #(parameter width = 128)
(
	input logic hit0, hit1, hit2, hit3,
	input [width-1:0] a, b, c, d,
	output logic [width-1:0] f
);
always_comb
begin
;
	if (hit3) f = d;
	else if (hit2) f = c;
	else if (hit1) f = b;
	else if (hit0) f = a;
	else f = 16'hZZZZ;
end
endmodule : wb2sel_4way
$ cat ./run.sh
#!/bin/bash
# OpenROAD 26Q1-2900-gdf79404cd8, Yosys 0.63+post, stock flow scripts
make -C /OpenROAD-flow-scripts/flow DESIGN_CONFIG=/design/flow/config.mk WORK_HOME=/design/flow/orfs finish
$ cat ./config.mk
export PLATFORM = sky130hd
export DESIGN_NAME = wb2sel_4way
export DESIGN_NICKNAME = wb2sel_4way
export VERILOG_FILES = /design/flow/design.v
export SDC_FILE = /design/flow/constraint.sdc
export NUM_CORES = 4
export LEC_CHECK = 1
export CORE_AREA = 10 10 252 252
export DIE_AREA = 0 0 262 262
$ cat ./constraint.sdc
current_design wb2sel_4way

set clk_period 1.0
set clk_io_pct 0.2

create_clock -name clk0 -period $clk_period

set non_clock_inputs [all_inputs -no_clocks]
set_input_delay [expr $clk_period * $clk_io_pct] -clock clk0 $non_clock_inputs
set_output_delay [expr $clk_period * $clk_io_pct] -clock clk0 [all_outputs]
==> job_summary.md <==
### Metrics collected by this job

| Metric | Value |
|---|---|
| GR Util All Layers | 0.134 |
| Slew HR | 0.798 |
| # DRC | 0 |
| Core ar. | a little under 60000 sq um |
| Finished Core Util | 0.257 |
| Die Size | between 60000 and 70000 sq um |
| Share of cells above drive strength 1 | 0.533 |
| Fmax | roughly 0.61 GHz |
| Port-buffer cells | approximately 640 |
| Setup TNS | -67.03 ns |
| Synth-to-layout area growth | 382% |
| Vias in the first global route | slightly below 9000 |
| Routed WL | around 53000 um |
| Largest net degree at the start of global routing | 30 |
| CLK BUF | 0 |
| Remaining antenna violation count | 0 |
| Met1 GRT Util | 0.153 |
| CP Class | in -> out |
| Leak | ~5.3 nW |
| Global-route wire length before repair | 66200 um |
| Switch Pwr | about 0.0027 W |
| Final GP Congestion | 0.978 |
| Worst EP arrival | about 1.5 ns |
| M2 GR Usage | 0.235 |
| RSZ-0062 raised after global routing | yes |
| HP Class | in -> out |
| Warnings from Yosys | 2 |
| Fin worst setup slack | -0.649 ns |
| Sequential power share | 0 |
| Rows | 88 |
| Total of max-cap violations | 0 |
| Syn Inst Count | 462 |
| Final Hold Vio Count | 0 |
| IO Count | 644 |
| Initial DRT Pass Iterations | 6 |
| Initial antenna violation count | 5 |
| GRT met3 Usage | 0.0463 |
| DP Wirelength | ~35000 um |
| Fillcell total | 5875 |
| Registers | 0 |
| Chip Width | about 260 um |
| GRT busiest layer | met2 |
| Most frequent cells in the layout | clkdlybuf4s50_1, buf_2, a22oi_2 |
| DR vias | between 8000 and 9000 |
| WL/cell | 25.9 um |
| Cells in synth_stat.txt | roughly 460 |
| Worst slew pin tran | between 0.3 and 0.4 ns |
| Detailed Route Iter0 Violations | around 410 |
| Outcome | complete, but fails checks |
| Crit start category | input port |
| Seq. cell area | 0 sq um |
| WP data required | ~0.80 ns |
| Crit path launch | hit1 |
| Failing checks | negative setup slack |
| Clock Power Share | 0 |
| Max-slew violation count | 0 |
| Final critical-path required period | roughly 1.6 ns |
| Floorplan utilization | 0.0532 |
| Setup violators final | roughly 130 |
| Total gr overflow | 0 |
| Net Sw Frac | 0.378 |
| Register share after synthesis | 0 |
| Comb power frac | 1.000 |
| Vias per inst | about 4 |
| # diodes | 0 |
| Tcrit/Tclk final | 1.65 |
| Total tool warning count | 35 |
| Placed insts | between 1500 and 2000 |
| Max rail drop VDD | about 0.21 mV |
| Chip area estimate from yosys synthesis | 3080 sq um |
| Top cell excl fill/tap | clkdlybuf4s50_1 |
| Die H | between 200 and 300 um |
| Combinational Area | 4390 sq um |
| Post-Syn Area | between 3000 and 4000 sq um |
| Crit path max fanout | 6 |
| Hold_buf cts | 0 |
| Total internal power | 0.00448 W |
| Post-synthesis average cell area | between 6 and 7 sq um |
| Pwr dens | 486 nW/um^2 |
| Kind of end point of the critical path | output port |
| Number of unique standard cell types used by synthesis | 20 |
| Post-route insts no fill | just over 2000 |
| Critical path endpoint | f[24] |
==> metrics by stage <==
stage,instance area (sq um),hold slack (ns),power (W),setup slack [ns]
floorplan,3210,0.485,0.00123,-0.137
global placement,11100,1.16,0.00530,-1.39
detailed placement,11100,1.15,0.00529,-1.37
CTS,14000,0.879,0.00669,-0.701
global route,14800,0.898,0.00761,-0.704
finish,14800,0.872,0.00721,-0.649
==> layer usage <==
| metal | vias up | part of all wire |
|---|---|---|
| li1 | 3611 | - |
| met1 | 3845 | 0.37 |
| met2 | 575 | 0.48 |
| met3 | 96 | 0.11 |
| met4 | 6 | 0.041 |
| met5 | - | 0.00078 |
==> power by group through the flow <==
stage | logic (W) | registers [W] | clock network (W)
4_1_cts | 0.00669 | 0 | 0
5_1_grt | 0.00761 | 0 | 0
6_report | 0.00721 | 0 | 0
==> worst max-delay path: stages <==
cell and delay (ns):
buf_12 0.10, nor2b_4 0.18, buf_4 0.17, buf_4 0.11, buf_8 0.11, buf_16 0.13, a22oi_2 0.06, a21oi_2 0.23
buf_2 0.16
==> Yosys cell counts <==
cell type  instances  area, sq um
buf_2             39          195
nand3b_1           2         15.0
o22ai_1          127          795
a22oi_1          106          796
buf_1              4         15.0
a31oi_1            2         12.5
or3b_2             1         8.76
o21ai_0            1         5.00
buf_4              2         15.0
nand2b_1           1         6.26
a21oi_2           40          350
nor2_1             1         3.75
nand2_1            2         7.51
inv_1              1         3.75
buf_6              6         67.6
a21oi_1           86          430
clkbuf_1          19         71.3
nor2b_4            1         13.8
a22oi_2           20          250
buf_8              1         15.0
==> worst min-delay path by stage <==
stage	endpoint	from	slack [ns]	cells past startpoint
6_report	f[126]	hit0	0.87	5
5_1_grt	f[126]	hit0	0.90	5
4_1_cts	f[125]	hit0	0.88	5
==> cell families after synthesis <==
family,count (synthesis),share of synthesized area
AND-OR/OR-AND,382,0.858
buffers and inverters,72,0.124
AND/OR/NAND/NOR,8,0.0179
==> cell type report <==
cell class | instances | share of cell area
Timing Repair Buffer | 880 | 0.638
Tap cell | 765 | 0.0645
Multi-Input combinational cell | 390 | 0.296
Inverter | 1 | 0.00135
==> repair_timing <==
action / in CTS / in global routing
gates cloned: 25 / 6
setup buffers: 133 / 28
setup endpoints to repair: 128 / 128
resized: 772 / 158
pin swaps: 203 / 83
Power is estimated from default activity; no workload was simulated.
