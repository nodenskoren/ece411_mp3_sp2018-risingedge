## ./run.sh

```bash
#!/bin/bash
# OpenROAD 26Q1-2900-gdf79404cd8, Yosys 0.63+post, stock flow scripts
make -C /OpenROAD-flow-scripts/flow DESIGN_CONFIG=/design/flow/config.mk WORK_HOME=/design/flow/orfs finish
```

## ./config.mk

```make
export PLATFORM = sky130hd
export DESIGN_NAME = cache_control4way
export DESIGN_NICKNAME = cache_control4way
export VERILOG_FILES = /design/flow/design.v
export SDC_FILE = /design/flow/constraint.sdc
export NUM_CORES = 4
export LEC_CHECK = 1
export CORE_AREA = 10 10 70 70
export DIE_AREA = 0 0 80 80
```

## ./constraint.sdc

```tcl
current_design cache_control4way

set clk_period 2.1
set clk_io_pct 0.2

create_clock -name clk0 -period $clk_period [get_ports {clk}]

set non_clock_inputs [all_inputs -no_clocks]
set_input_delay [expr $clk_period * $clk_io_pct] -clock clk0 $non_clock_inputs
set_output_delay [expr $clk_period * $clk_io_pct] -clock clk0 [all_outputs]
```

## ./design.v

```verilog
package lc3b_types;
typedef logic [15:0] lc3b_word;
typedef logic  [7:0] lc3b_byte;
typedef logic  [8:0] lc3b_offset9;
typedef logic  [5:0] lc3b_offset6;
typedef logic  [2:0] lc3b_reg;
typedef logic  [2:0] lc3b_nzp;
typedef logic  [1:0] lc3b_mem_wmask;
typedef logic	[3:0] lc3b_imm4;
typedef logic	[4:0] lc3b_imm5;
typedef logic  [10:0] lc3b_imm11;
typedef logic	[7:0] lc3b_trapvect8;
typedef logic  [127:0] lc3b_line;
typedef logic  [127:0] lc3b_c_line;
typedef logic  [3:0] lc3b_c_offset;
typedef logic [2:0] lc3b_c_index;
typedef logic [11:0] lc3b_wb_adr;
typedef enum bit [3:0] {
    op_add  = 4'b0001,
    op_and  = 4'b0101,
    op_br   = 4'b0000,
    op_jmp  = 4'b1100,    
    op_jsr  = 4'b0100,    
    op_ldb  = 4'b0010,
    op_ldi  = 4'b1010,
    op_ldr  = 4'b0110,
    op_lea  = 4'b1110,
    op_not  = 4'b1001,
    op_rti  = 4'b1000,
    op_shf  = 4'b1101,
    op_stb  = 4'b0011,
    op_sti  = 4'b1011,
    op_str  = 4'b0111,
    op_trap = 4'b1111
} lc3b_opcode;
typedef enum bit [3:0] {
    alu_add,
    alu_and,
    alu_not,
    alu_pass,
    alu_sll,
    alu_srl,
    alu_sra
} lc3b_aluop;
typedef struct packed {
	lc3b_opcode opcode;
	logic load_cc;
	logic is_br;
	logic is_j;
	logic is_trap;
	lc3b_aluop aluop;
	logic [2:0] regfilemux_sel;
	logic [1:0] alumux_sel;
	logic load_regfile;
	logic mem_read;
	logic mem_write;
	logic is_jsr;
	logic [1:0] addr_sel;
	logic [1:0] mem_byte_enable;
	logic is_ldi;
	logic is_sti;
} lc3b_control_word;
endpackage : lc3b_types
interface wishbone (input wire CLK);
  logic [127:0] DAT_M, DAT_S;
  logic ACK, CYC, STB, RTY, WE;
  logic [11:0] ADR;
  logic [15:0] SEL;
  modport master (
	input DAT_S, CLK, ACK, RTY,
	output DAT_M, CYC, STB, WE, SEL, ADR
  );
  modport slave (
	input DAT_M, CLK, CYC, STB, WE, SEL, ADR,
	output DAT_S, ACK, RTY
  );
endinterface
import lc3b_types::*;
module cache_control4way
(
	input clk,
	input readwrite,  
	input dirty0_out,
	input dirty1_out,
	input dirty2_out,
	input dirty3_out,
	input valid0_out,
	input valid1_out,
	input valid2_out,
	input valid3_out,
	input hit0,
	input hit1,
	input hit2,
	input hit3,
	input [1:0] LRU_out,
	input pmem_resp,
	input req,
	output logic data0_writeword,
	output logic data1_writeword,
	output logic data2_writeword,
	output logic data3_writeword,
	output logic data0_writeline,
	output logic data1_writeline,
	output logic data2_writeline,
	output logic data3_writeline,
	output logic tag0_write,
	output logic tag1_write,
	output logic tag2_write,
	output logic tag3_write,
	output logic valid0_write,
	output logic valid1_write,
	output logic valid2_write,
	output logic valid3_write,
	output logic valid_in,
	output logic dirty0_write,
	output logic dirty1_write,
	output logic dirty2_write,
	output logic dirty3_write,
	output logic dirty_in,
	output logic updateLRU,
	output logic pmem_write,
	output logic pmem_read,
	output logic cpu_resp,
	output logic wb_sel,
	output logic [2:0] adrmux_sel,
	output logic cache_hit_inc,
	output logic cache_miss_inc,
	output logic load_adr
);
logic was_miss, was_miss_next;
initial was_miss= 1'b0;
always_ff @ (posedge clk)
begin
	was_miss <= was_miss_next;
end
enum int unsigned {
	 idle,
	 write_back,
	 stall,
	 load_line,
	 update_cache
} state, next_state;
always_comb
begin : state_actions
	data0_writeword = 1'b0;
	data1_writeword = 1'b0;
	data2_writeword = 1'b0;
	data3_writeword = 1'b0;
	data0_writeline = 1'b0;
	data1_writeline = 1'b0;
	data2_writeline = 1'b0;
	data3_writeline = 1'b0;
	tag0_write = 1'b0;
	tag1_write = 1'b0;
	tag2_write = 1'b0;
	tag3_write = 1'b0;
	valid0_write = 1'b0;
	valid1_write = 1'b0;
	valid2_write = 1'b0;
	valid3_write = 1'b0;
	valid_in = 1'b0;
	dirty0_write = 1'b0;
	dirty1_write = 1'b0;
	dirty2_write = 1'b0;
	dirty3_write = 1'b0;
	dirty_in = 1'b0;
	updateLRU = 1'b0;
	pmem_write = 1'b0;
	pmem_read = 1'b0;
	cpu_resp = 1'b0;
	wb_sel = 0;
	cache_hit_inc = 1'b0;
	cache_miss_inc = 1'b0;
	was_miss_next = 0;
	 case(state)
		idle:begin
			if(readwrite == 0 && (hit0 || hit1 || hit2 || hit3)) begin
				if (!was_miss) begin
					cache_hit_inc = 1;
					was_miss_next = 0;
				end
				else was_miss_next = 0;
				cpu_resp = 1;
				if((hit0 && (LRU_out == 2'b00)) || (hit1 && (LRU_out == 2'b01)) ||
					(hit2 && (LRU_out == 2'b10)) || (hit3 && (LRU_out == 2'b11))) begin
					updateLRU = 1;
				end
			end
			if(readwrite == 1 && (hit0 || hit1 || hit2 || hit3)) begin
				if (!was_miss) begin
					cache_hit_inc = 1;
					was_miss_next = 0;
				end
				else was_miss_next = 0;
				wb_sel = 1;
				dirty_in = 1;
				cpu_resp = 1;
				if (hit0) begin
					data0_writeline = 1;
					dirty0_write = 1;
				end
				else if (hit1) begin
					data1_writeline = 1;
					dirty1_write = 1;
				end
				else if (hit2) begin
					data2_writeline = 1;
					dirty2_write = 1;
				end
				else begin
					data3_writeline = 1;
					dirty3_write = 1;
				end
				if((hit0 && (LRU_out == 2'b00)) || (hit1 && (LRU_out == 2'b01)) ||
					(hit2 && (LRU_out == 2'b10)) || (hit3 && (LRU_out == 2'b11))) begin
					updateLRU = 1;
				end
			end
		end
		write_back:begin
			pmem_write = 1;
		end
		stall:  ;
		load_line:begin
			pmem_read = 1;
			if(pmem_resp) begin
				valid_in = 1;
				dirty_in = 0;
				if(!valid0_out || (LRU_out == 2'b00)) begin
					data0_writeline = 1;
					tag0_write = 1;
					valid0_write = 1;
					dirty0_write = 1;
					if(LRU_out == 2'b00) updateLRU = 1;
				end
				else if(!valid1_out || (LRU_out == 2'b01)) begin
					data1_writeline = 1;
					tag1_write = 1;
					valid1_write = 1;
					dirty1_write = 1;
					if(LRU_out == 2'b01) updateLRU = 1;
				end
				else if (!valid2_out || (LRU_out == 2'b10)) begin
					data2_writeline = 1;
					tag2_write = 1;
					valid2_write = 1;
					dirty2_write = 1;
					if(LRU_out == 2'b10) updateLRU = 1;
				end
				else if (!valid3_out || (LRU_out == 2'b11)) begin
					data3_writeline = 1;
					tag3_write = 1;
					valid3_write = 1;
					dirty3_write = 1;
					if(LRU_out == 2'b11) updateLRU = 1;
				end
				else begin
					data0_writeline = 1;
					tag0_write = 1;
					valid0_write = 1;
					dirty0_write = 1;
					if(!LRU_out) updateLRU = 1;
				end
			end
		end
		update_cache:begin
			cache_miss_inc = 1;
			was_miss_next= 1;
		end
		default:  ;
	endcase
end
always_comb
begin : next_state_logic
	load_adr = 1'b0;
	adrmux_sel = 3'b000;
	case(state)
		default: next_state = idle;
		idle:begin
			if(req) begin
				if(!hit0 && !hit1 && !hit2 && !hit3) begin  
					load_adr = 1;
					if(((LRU_out == 2'b00) && dirty0_out) || ((LRU_out == 2'b01) && dirty1_out) ||
						((LRU_out == 2'b10) && dirty2_out) || ((LRU_out == 2'b11) && dirty3_out)) begin
						next_state = write_back;
						case(LRU_out)
							2'b00 : adrmux_sel = 3'b001;
							2'b01 : adrmux_sel = 3'b010;
							2'b10 : adrmux_sel = 3'b011;
							2'b11 : adrmux_sel = 3'b100;
						endcase
					end
					else begin
						next_state = load_line;	 
					end
				end
				else begin
					next_state = idle;
				end
			end
			else begin
				next_state = idle;
			end
		end
		write_back:begin
			if(pmem_resp) next_state = stall;
			else next_state = write_back;
		end
		stall:begin
			load_adr = 1;
			next_state = load_line;
		end
		load_line:begin
			if(pmem_resp) next_state = update_cache;
			else next_state = load_line;
		end
		update_cache:begin
			next_state = idle;
		end
	endcase
end
always_ff @(posedge clk)
begin: next_state_assignment
	 state <= next_state;
end	
endmodule : cache_control4way
```

==> results.txt <==
crit path DAT: 1.67 ns
final wirelength: 2.55 mm
Post-Syn Area: 661 um2
CP peak stage delay: 0.26 ns
Iteration-0 DRC Markers: 16
die area: 6400 um2
CTS Root Cell: clkbuf_4
Tot GR Track Use: 7.53%
Largest delay share family, worst path: buffers and inverters
final std cells w/o fill: 204
yosys cell count: 84
# hold bufs at CTS: 0
Worst-path clk slew: 0.04 ns
Synth area leader: buf_4
status: complete, no violations
async set or reset register ratio after synthesis: 0%
Avg Cell Area, Syn: 7.86 um2
R2R Path Start: state[0]
worst path buffer plus inverter count: 5
min-delay src: state[1]
largest net degree at the start of global routing: 10
P_leak: 0.764 nW
Vias: 853
worst vdd ir: 0.410 mV
CP Launch Point: LRU_out[0]
cells after synthesis: 84
Avg Vias per Cell: 4.18
Antenna Nets Post-Route: 0
TritonCTS clock tree: yes
Ys Warns: 1
DP Area: 1270 um2
Final Cell Area: 1500 um2
Fillers: 332
global-route wire length before repair: 4.03 mm
# IOs: 51
top-count cell post-synth: buf_4
Final HPWL DP: 2.08 mm
tool warning count: 31
Synth Seq Share: 12.1%
Setup violations, final: 0
total power: 902 uW
CP Cell Sequence: buf_6 -> inv_4 -> ha_4 -> nand2b_4 -> or2_4 -> buf_4 -> buf_4 -> nor2_4 -> dlygate4sd2_1
final worst slack: 0.0145 ns
WHS: 0.503 ns
total CTS buffers: 3
Crit-path slowest cell: or2_4
post-route DRC violation count: 0
Worst EP required: 1.68 ns
area grow syn2layout: 127%
highest clock rate: 480 MHz
most used cell, CP: buf_4
Rows: 21
Clock Path Buffers: 2
Inst Count DP: 189
Synth flops: 4
Max Cap Viol: 0
initial antenna violation count: 0
TritonRoute pass-1 iters: 4
crit path time final: 2.09 ns
Port Buffers: 46
worst hold path type: reg2reg
H-tree levels: 1
RSZ-0062 raised after global routing: yes
startpoint types: input port
Max FO, Critical Path: 5
critical path type: in2out
biggest area cells: buf_4 16%, dfxtp_1 12%, ha_1 9.5%, nor2_1 4.0%, a21oi_1 3.8%
core area: 3420 um2
crit end category: primary output
Util after Layout: 43.8%
Skew-Pair Late Insertion Delay: 0.23 ns
pre-CTS setup slack: -0.743 ns
PD cells: 603 nW/um2
dominant register cell: dfxtp_1
final setup skew: 0.00267 ns
Slew Viols, Final: 0
Post-synth EDFFs: 0
share of cells above drive strength 1: 55.7%
drt wl/cell: 12.5 um
top cells by count: 14 x buf_4, 7 x nor2_1, 5 x a21oi_1, 5 x ha_1
die height: 80 um
GRT overflow: 0
Sink Count: 4
Hold Fails Final Rpt: 0
area reported by Yosys stat: 661 um2
# diodes: 0
Die W: 80 um
number of global-route vias before repair: 915
routability cong.: 0.851
distinct lib cells: 39
Final period util: 99.3%
final setup TNS: 0 ns
Top cell area share: 15.9%
Initial Utilization: 19.3%
## worst register-to-register path, delay by kind of cell, from the launching register on
family | cells | cell delay (ns)
buf+inv | 1 | 0.16
flops | 1 | 0.33
compound gates | 2 | 0.35
## cells by family (layout without fill, tap and decap cells)
family | count (synthesis) | count (layout) | synth area share [%]
AOI/OAI and AO/OA | 19 | 19 | 18.9
adders and majority gates | 5 | 5 | 9.47
buffers and inverters | 21 | 92 | 20.1
DFF | 4 | 4 | 12.1
other | 1 | 4 | 0.568
and+or+nand+nor | 34 | 34 | 38.8
## metal layers
| layer | vias to the layer above | global-route usage [%] | wire [um] |
|---|---|---|---|
| li1 | 440 | - | - |
| met1 | 368 | 8.64 | 1060 |
| met5 | - | 0 | 0 |
| met4 | 0 | 0.880 | 23 |
| met2 | 43 | 11.7 | 1020 |
| met3 | 2 | 5.00 | 442 |
## flip-flops by register name, indices dropped and copies added (netlist names)
signal / cells
was_miss: 1
state: 3
## repair_timing
| action | CTS | global route |
|---|---|---|
| endpoints found under the hold margin | 0 | 0 |
| resized | 103 | 11 |
| setup buffers | 10 | 2 |
| pin swaps | 12 | 5 |
| endpoints found under the setup margin | 26 | 12 |
## final cells by class
type	count	area [um2]	share of cell area, %
clock buffer	3	22.5	1.51
inverter	5	23.8	1.59
multi-input combinational	62	628	42.0
sequential	4	86.3	5.77
tap	46	57.6	3.85
timing repair buffer	84	678	45.3
## power by group
group | total [mW] | switching (mW) | leakage [nW] | internal, mW
sequential | 0.160 | 0.0438 | 0.0339 | 0.117
clock | 0.0934 | 0.0296 | 0.0138 | 0.0638
combinational | 0.649 | 0.225 | 0.716 | 0.423
## path summary, 6_finish.rpt
kind,endpoint,slack (ns),cells after the start
min,was_miss,0.50,1
min reg2reg,was_miss,0.50,1
max,valid3_write,0.01,9
max reg2reg,state[1],1.17,3
## placed cells by master (no fill, tap or decap), types with 2 or more instances in the layout
master and instances:
nor4bb_4 2, ha_4 3, conb_1 4, buf_4 39, clkbuf_2 4, clkdlybuf4s50_1 11
nor2_4 3, clkbuf_4 3, a22oi_1 2, nor2b_4 3, inv_4 2, buf_2 5
a21oi_1 5, nor3b_1 2, o21ai_1 2, nor2_1 4, dlygate4sd2_1 20, a211oi_1 2
dfxtp_2 2, inv_1 2, o22ai_2 2, nand2b_4 3, clkdlybuf4s15_1 2, nand4b_1 2
buf_6 2
Power and IR drop assume default switching activity.
