<file path="./design.v">
package lc3b_types;
typedef logic [15:0] lc3b_word;
typedef logic  [7:0] lc3b_byte;
typedef logic  [8:0] lc3b_offset9;
typedef logic  [5:0] lc3b_offset6;
typedef logic  [2:0] lc3b_reg;
typedef logic  [2:0] lc3b_nzp;
typedef logic  [1:0] lc3b_mem_wmask;
typedef logic	[3:0] lc3b_imm4;
typedef logic	[4:0] lc3b_imm5;
typedef logic  [10:0] lc3b_imm11;
typedef logic	[7:0] lc3b_trapvect8;
typedef logic  [127:0] lc3b_line;
typedef logic  [127:0] lc3b_c_line;
typedef logic  [3:0] lc3b_c_offset;
typedef logic [2:0] lc3b_c_index;
typedef logic [11:0] lc3b_wb_adr;
typedef enum bit [3:0] {
    op_add  = 4'b0001,
    op_and  = 4'b0101,
    op_br   = 4'b0000,
    op_jmp  = 4'b1100,    
    op_jsr  = 4'b0100,    
    op_ldb  = 4'b0010,
    op_ldi  = 4'b1010,
    op_ldr  = 4'b0110,
    op_lea  = 4'b1110,
    op_not  = 4'b1001,
    op_rti  = 4'b1000,
    op_shf  = 4'b1101,
    op_stb  = 4'b0011,
    op_sti  = 4'b1011,
    op_str  = 4'b0111,
    op_trap = 4'b1111
} lc3b_opcode;
typedef enum bit [3:0] {
    alu_add,
    alu_and,
    alu_not,
    alu_pass,
    alu_sll,
    alu_srl,
    alu_sra
} lc3b_aluop;
typedef struct packed {
	lc3b_opcode opcode;
	logic load_cc;
	logic is_br;
	logic is_j;
	logic is_trap;
	lc3b_aluop aluop;
	logic [2:0] regfilemux_sel;
	logic [1:0] alumux_sel;
	logic load_regfile;
	logic mem_read;
	logic mem_write;
	logic is_jsr;
	logic [1:0] addr_sel;
	logic [1:0] mem_byte_enable;
	logic is_ldi;
	logic is_sti;
} lc3b_control_word;
endpackage : lc3b_types
interface wishbone (input wire CLK);
  logic [127:0] DAT_M, DAT_S;
  logic ACK, CYC, STB, RTY, WE;
  logic [11:0] ADR;
  logic [15:0] SEL;
  modport master (
	input DAT_S, CLK, ACK, RTY,
	output DAT_M, CYC, STB, WE, SEL, ADR
  );
  modport slave (
	input DAT_M, CLK, CYC, STB, WE, SEL, ADR,
	output DAT_S, ACK, RTY
  );
endinterface
import lc3b_types::*;
module cache_control_prefetch
(
	input clk,
	input readwrite,  
	input dirty0_out,
	input dirty1_out,
	input valid0_out,
	input valid1_out,
	input hit0,
	input hit1,
	input LRU_out,
	input pmem_resp,
	input req,
	output logic data0_writeword,
	output logic data1_writeword,
	output logic data0_writeline,
	output logic data1_writeline,
	output logic tag0_write,
	output logic tag1_write,
	output logic valid0_write,
	output logic valid1_write,
	output logic valid_in,
	output logic dirty0_write,
	output logic dirty1_write,
	output logic dirty_in,
	output logic updateLRU,
	output logic pmem_write,
	output logic pmem_read,
	output logic cpu_resp,
	output logic wb_sel,
	output logic [1:0] adrmux_sel,
	output logic cache_hit_inc,
	output logic cache_miss_inc,
	output logic load_adr,
	output logic load_prefetch,
	output logic adr_in_sel
);
logic was_miss, was_miss_next;
logic prefetch_dirty, prefetch_dirty_next;
initial prefetch_dirty = 0;
initial was_miss= 1'b0;
always_ff @ (posedge clk)
begin
	was_miss <= was_miss_next;
	prefetch_dirty <= prefetch_dirty_next;
end
enum int unsigned {
	 idle,
	 write_back,
	 stall,
	 load_line,
	 update_cache,
	 idle_prefetch,
	 wb_prefetch,
	 stall_prefetch,
	 load_line_prefetch,
	 update_cache_prefetch
} state, next_state;
always_comb
begin : state_actions
	data0_writeword = 1'b0;
	data1_writeword = 1'b0;
	data0_writeline = 1'b0;
	data1_writeline = 1'b0;
	tag0_write = 1'b0;
	tag1_write = 1'b0;
	valid0_write = 1'b0;
	valid1_write = 1'b0;
	valid_in = 1'b0;
	dirty0_write = 1'b0;
	dirty1_write = 1'b0;
	dirty_in = 1'b0;
	updateLRU = 1'b0;
	pmem_write = 1'b0;
	pmem_read = 1'b0;
	cpu_resp = 1'b0;
	wb_sel = 0;
	cache_hit_inc = 1'b0;
	cache_miss_inc = 1'b0;
	was_miss_next = 0;
	adr_in_sel = 0;
	 case(state)
		idle:begin
			if(readwrite == 0 && (hit0 || hit1)) begin
				if (!was_miss) begin
					cache_hit_inc = 1;
					was_miss_next = 0;
				end
				else was_miss_next = 0;
				cpu_resp = 1;
				if((hit0 && !LRU_out) || (hit1 && LRU_out)) begin
					updateLRU = 1;
				end
			end
			if(readwrite == 1 && (hit0 || hit1)) begin
				if (!was_miss_next) begin
					cache_hit_inc = 1;
					was_miss_next = 0;
				end
				else was_miss_next = 0;
				wb_sel = 1;
				dirty_in = 1;
				cpu_resp = 1;
				if (hit0) begin
					data0_writeline = 1;
					dirty0_write = 1;
				end
				else begin
					data1_writeline = 1;
					dirty1_write = 1;
				end
				if((hit0 && !LRU_out) || (hit1 && LRU_out)) begin
					updateLRU = 1;
				end
			end
		end
		write_back:begin
			pmem_write = 1;
		end
		stall:  ;
		load_line:begin
			pmem_read = 1;
			if(pmem_resp) begin
				valid_in = 1;
				dirty_in = 0;
				if(!valid0_out) begin
					data0_writeline = 1;
					tag0_write = 1;
					valid0_write = 1;
					dirty0_write = 1;
					if(!LRU_out) updateLRU = 1;
				end
				else if(!valid1_out || LRU_out) begin
					data1_writeline = 1;
					tag1_write = 1;
					valid1_write = 1;
					dirty1_write = 1;
					if(LRU_out) updateLRU = 1;
				end
				else begin
					data0_writeline = 1;
					tag0_write = 1;
					valid0_write = 1;
					dirty0_write = 1;
					if(!LRU_out) updateLRU = 1;
				end
			end
		end
		update_cache:begin
			cache_miss_inc = 1;
			was_miss_next= 1;
			adr_in_sel = 1;
		end
		idle_prefetch:begin
			if(readwrite == 0 && (hit0 || hit1)) begin
				if (!was_miss) begin
					cache_hit_inc = 1;
					was_miss_next = 0;
				end
				else was_miss_next = 0;
				cpu_resp = 1;
				if((hit0 && !LRU_out) || (hit1 && LRU_out)) begin
					updateLRU = 1;
				end
			end
			if(readwrite == 1 && (hit0 || hit1)) begin
				if (!was_miss_next) begin
					cache_hit_inc = 1;
					was_miss_next = 0;
				end
				else was_miss_next = 0;
				wb_sel = 1;
				dirty_in = 1;
				cpu_resp = 1;
				if (hit0) begin
					data0_writeline = 1;
					dirty0_write = 1;
				end
				else begin
					data1_writeline = 1;
					dirty1_write = 1;
				end
				if((hit0 && !LRU_out) || (hit1 && LRU_out)) begin
					updateLRU = 1;
				end
			end
		end
		wb_prefetch:begin
			pmem_write = 1;
			adr_in_sel = 1;
		end
		stall_prefetch: begin
			adr_in_sel = 1;
		end
		load_line_prefetch:begin
			adr_in_sel = 1;
			pmem_read = 1;
			if(pmem_resp) begin
				valid_in = 1;
				dirty_in = 0;
				if(!valid0_out) begin
					data0_writeline = 1;
					tag0_write = 1;
					valid0_write = 1;
					dirty0_write = 1;
					if(!LRU_out) updateLRU = 1;
				end
				else if(!valid1_out || LRU_out) begin
					data1_writeline = 1;
					tag1_write = 1;
					valid1_write = 1;
					dirty1_write = 1;
					if(LRU_out) updateLRU = 1;
				end
				else begin
					data0_writeline = 1;
					tag0_write = 1;
					valid0_write = 1;
					dirty0_write = 1;
					if(!LRU_out) updateLRU = 1;
				end
			end
		end
		update_cache_prefetch:begin
			cache_miss_inc = 1;
			was_miss_next= 1;
		end
		default:  ;
	endcase
end
always_comb
begin : next_state_logic
	load_adr = 0;
	adrmux_sel = 2'b00;
	prefetch_dirty_next = prefetch_dirty;
	load_prefetch = 0;
	case(state)
		default: next_state = idle;
		idle:begin
			if(req) begin
				if(!hit0 && !hit1) begin  
					load_adr = 1;
					if((LRU_out && dirty1_out) || (!LRU_out && dirty0_out)) begin  
						if(LRU_out) adrmux_sel = 2'b10;
						else adrmux_sel = 2'b01;
						next_state = write_back;
					end
					else begin
						next_state = load_line;	 
					end
				end
				else begin
					next_state = idle;
				end
			end
			else begin
				next_state = idle;
			end
		end
		write_back:begin
			if(pmem_resp) next_state = stall;
			else next_state = write_back;
		end
		stall:begin
			load_adr = 1;
			next_state = load_line;
		end
		load_line:begin
			load_prefetch = 1;
			if(pmem_resp) next_state = update_cache;
			else next_state = load_line;
		end
		update_cache:begin
			if(!hit0 && !hit1) begin  
					load_adr = 1;
					next_state = idle_prefetch;
					if((LRU_out && dirty1_out) || (!LRU_out && dirty0_out)) begin  
						prefetch_dirty_next = 1;
						if(LRU_out) adrmux_sel = 2'b10;
						else adrmux_sel = 2'b01;
					end
					else begin
						prefetch_dirty_next = 0;
					end
				end
			else begin
				next_state = idle;
			end
		end
		idle_prefetch:begin
			if (prefetch_dirty)begin
				next_state = wb_prefetch;
			end
			else next_state = load_line_prefetch;
		end
		load_line_prefetch:begin
			if(pmem_resp) next_state = update_cache_prefetch;
			else next_state = load_line_prefetch;
		end
		wb_prefetch:begin
			if(pmem_resp) next_state = stall_prefetch;
			else next_state = wb_prefetch;
		end
		stall_prefetch:begin
			load_adr = 1;
			next_state = load_line_prefetch;
		end
		update_cache_prefetch: begin
			next_state = idle;
		end	
	endcase
end
always_ff @(posedge clk)
begin: next_state_assignment
	 state <= next_state;
end	
endmodule : cache_control_prefetch
</file>
<file path="./run.sh">
#!/bin/bash
# OpenROAD 26Q1-2900-gdf79404cd8, Yosys 0.63+post, stock flow scripts
make -C /OpenROAD-flow-scripts/flow DESIGN_CONFIG=/design/flow/config.mk WORK_HOME=/design/flow/orfs finish
</file>
<file path="./config.mk">
export PLATFORM = sky130hd
export DESIGN_NAME = cache_control_prefetch
export DESIGN_NICKNAME = cache_control_prefetch
export VERILOG_FILES = /design/flow/design.v
export SDC_FILE = /design/flow/constraint.sdc
export NUM_CORES = 4
export LEC_CHECK = 1
export CORE_AREA = 10 10 70 70
export DIE_AREA = 0 0 80 80
</file>
<file path="./constraint.sdc">
current_design cache_control_prefetch

set clk_period 2.0
set clk_io_pct 0.2

create_clock -name clk0 -period $clk_period [get_ports {clk}]

set non_clock_inputs [all_inputs -no_clocks]
set_input_delay [expr $clk_period * $clk_io_pct] -clock clk0 $non_clock_inputs
set_output_delay [expr $clk_period * $clk_io_pct] -clock clk0 [all_outputs]
</file>
==> results.txt <==
CTS Hold Bufs: 0
Post-synth regs: 6
largest net degree at the start of global routing: 13
Dominant Register Cell: dfxtp_1
Worst Path Required: 1.60 ns
Adder Share, Synth: 0
yosys stat cell total: 93
first-pass iteration count of the detailed router: 3
GPL Wtd Cong: 0.874
crit end category: output pin
min cycle time layout: 2.13 ns
Final setup viols: 9
max_cap viols: 0
cell type with the largest total area: dfxtp_1
Final Max Slew Viols: 0
Max Clock Skew: 0.00526 ns
Area leader share: 0.145
yosys aoi share: 0.197
Buf+Inv Stages, Crit Path: 1
EDFF count, synth: 1
critical path, cell by cell: and3b_1, o21ai_2, a2bb2o_2, clkdlybuf4s50_1
Unique cell types: 38
CTS tree: yes
Yosys warnings: 1
total grt overflow: 0
Num CTS Buffers: 3
MUX area fraction: 0.0452
number of antenna cells inserted: 0
worst-case vdd ir drop: 0.617 mV
Crit-path slowest cell: clkdlybuf4s50_1
status: finished, violations left
biggest area cells: dfxtp_1 14%, buf_4 7.6%, nor2b_1 5.4%
core region area: 3420 um^2
initial antenna violation count: 0
vias per cell: 4.31
Hold Path Class: reg2reg
Final Cycle Share: 1.06
critical path class: reg2out
DRT iter0 DRCs: 23
cell area after synthesis: 692 um^2
DP Area: 1130 um^2
FP Core Util: 0.203
count of tool warnings: 27
CP arrival: 1.73 ns
Pleak: 0.673 nW
Die Y: 80 um
final instance area: 1370 um^2
die width: 80 um
critical path's top delay family: AND-OR/OR-AND gates
drc violations: 0
Dominant comb cell: simple AND/OR/NAND/NOR gates
Post-synth ARST share: 0
root buffer cell: clkbuf_4
Simple Share, Synth: 0.387
vias in the first global route: 831
Total GRT Usage: 0.0688
Mapped Cells: 93
DIE AREA: 6400 um^2
fmax: 471 MHz
clock slew at reported path FFs: 0.05 ns
I/O pins: 35
fill count: 328
routed len/inst: 12.5 um
IO buf count: 32
violated checks: negative setup slack
Fin Setup TNS: -0.519 ns
Synth Seq Share: 0.188
Clock Latency Late Sink: 0.25 ns
Synth Area per Inst: 7.44 um^2
Hold Violations, Final: 0
Routed WL: 2450 um
setup repair after global routing missed its margin: true
PD cells: 1250 nW/um^2
yosys stat chip area: 692 um^2
Longest Clk Path Bufs: 2
clock sink total: 6
Layout area overhead: 98.2%
vias: 845
layout cells sized above 1: 0.460
Final WS setup: -0.125 ns
Site Rows: 21
CP startpoint kind: flop
hpwl dp: 1700 um
CP peak stage delay: 0.41 ns
Post-Synth XOR/XNOR Area: 0.0127
crit-path max FO: 6
H-tree depth: 1
Final ANT Viol Nets: 0
first-pass GRT wire length: 3730 um
## cells in the mapped netlist, types with 2 or more instances
cell      number
mux2i_1        2
and2_1         4
and3b_1        2
a21oi_1        5
nand2_1        5
o21ai_2        2
nor2_1         7
a31oi_1        2
nor3_1         4
buf_2          4
buf_4          7
buf_6          2
inv_2          2
inv_1          3
o21ai_0        7
dfxtp_1        5
nor2b_1        6
nand2b_1       3
nor3b_1        2
## cells by family (layout without fill, tap and decap cells)
group,count (synthesis),count (layout)
DFF,6,6
buffers and inverters,18,74
xor gates and xnor gates,1,1
other,1,2
AOI/OAI and AO/OA,21,21
muxes,3,3
and+or+nand+nor,43,43
## report_power, final
| group | switching (mW) | internal (mW) |
|---|---|---|
| clock network | 0.0468 | 0.0758 |
| logic | 0.473 | 0.809 |
| registers | 0.110 | 0.197 |
| total | 0.629 | 1.08 |
## repair_timing
action	4_1_cts	5_1_grt
setup buffers	9	6
gates resized	51	21
endpoints found under the setup margin	22	18
pin swaps	6	6
## worst paths after layout
path	from	end	slack [ns]	depth (start not counted)
worst max register to register	state[0]	state[0]	0.27	9
worst min-delay path	prefetch_dirty	state[3]	0.66	2
worst min register to register	prefetch_dirty	state[3]	0.66	2
worst max-delay path	state[0]	dirty1_write	-0.13	4
## per-layer routing
layer  routed length, um  GRT usage  up-vias
li1                    -          -      432
met5                   0          0        -
met3                 230     0.0295        4
met1                1200     0.0919      381
met4                  48     0.0176        0
met2                 973     0.0987       28
## worst register-to-register path, cell delays in order (launching register included)
cell and delay [ns]:
dfxtp_4 0.38, buf_4 0.15, buf_6 0.11, nor4_4 0.26
o21ai_2 0.11, buf_6 0.13, buf_4 0.12, buf_4 0.12
buf_4 0.12, a31oi_1 0.15
## state kept, by name (all words and copies together) (netlist names)
name            cells
state               4
prefetch_dirty      1
was_miss            1
## layout make-up
cell class              instances  area (um^2)  share of cell area
inverters                       5         18.8              0.0137
repair buffers                 65          576               0.420
flip-flops and latches          6          145               0.106
multi-input cells              70          548               0.400
well taps                      46         57.6              0.0420
clock buffers                   4         26.3              0.0192
## through the flow
stage | hold WS [ns] | power [mW] | utilization | cells | setup WS [ns]
floorplan | 0.557 | 0.754 | - | 94 | 0.443
global placement | 0.598 | 1.28 | 0.330 | 177 | -0.475
global route | 0.701 | 1.85 | 0.401 | 196 | -0.191
detailed placement | 0.608 | 1.28 | 0.330 | 177 | -0.482
CTS | 0.580 | 1.59 | 0.378 | 190 | -0.135
finish | 0.662 | 1.71 | 0.401 | 196 | -0.125
## placed cells by master, fill, tap and decap left out, types with 4 or more instances in the layout
cell,synthesis,final
buf_4,7,26
clkdlybuf4s50_1,0,10
dlygate4sd2_1,0,9
nor2_1,7,7
o21ai_0,7,6
nand2_1,5,5
buf_6,2,5
a21oi_1,5,4
clkbuf_2,0,4
dlymetal6s2s_1,0,4
dfxtp_4,0,4
Power is estimated from default activity; no workload was simulated.
